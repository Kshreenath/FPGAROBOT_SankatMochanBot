### run.sh
#!/bin/bash
# OpenROAD 26Q1-2900-gdf79404cd8, Yosys 0.63+post, stock flow scripts
make -C /OpenROAD-flow-scripts/flow DESIGN_CONFIG=/design/flow/config.mk WORK_HOME=/design/flow/orfs finish
### config.mk
export PLATFORM = sky130hd
export DESIGN_NAME = XBEE
export DESIGN_NICKNAME = XBEE
export VERILOG_FILES = /design/flow/design.v
export SDC_FILE = /design/flow/constraint.sdc
export NUM_CORES = 4
export LEC_CHECK = 1
export CORE_AREA = 10 10 108 108
export DIE_AREA = 0 0 118 118
### constraint.sdc
current_design XBEE

set clk_period 3.2
set clk_io_pct 0.2

create_clock -name clk0 -period $clk_period [get_ports {CLOCK}]

set non_clock_inputs [all_inputs -no_clocks]
set_input_delay [expr $clk_period * $clk_io_pct] -clock clk0 $non_clock_inputs
set_output_delay [expr $clk_period * $clk_io_pct] -clock clk0 [all_outputs]
### design.v
module XBEE(
				input CLOCK,
				input detect,
				input [2:0]color,
				input nodex,
				output reg O_TX_SERIAL,
				output O_TX_DONE);
	parameter clks_per_bit = 8;
	parameter IDLE = 3'b000;
	parameter TX_START_BIT = 3'B001;
	parameter TX_DATA_BITS = 3'b011;
	parameter TX_STOP_BIT = 3'b100;
	parameter CLEANUP = 3'b101;
	parameter HASH = 8'b00100011;
	parameter DASH = 8'b00101101;
	parameter CHARS = 8'b01010011;
	parameter CHARI = 8'b01001001;
	parameter CHARF = 8'b01000110;
	parameter CHARC = 8'b01000011;
	parameter CHART = 8'b01010100;
	parameter CHARW = 8'b01010111;
	parameter CHARN = 8'b01001110;
	parameter CHARO = 8'b01001111;
	parameter CHARD = 8'b01000100;
	parameter CHARE = 8'b01000101;
	parameter ZERO = 8'b00110000;
	reg [3:0]next_limit=8;
	reg [3:0]next = 9;
	reg [2:0]r_state = IDLE;
	reg [8:0]r_clock_count = 0;
	reg [2:0]r_bit_index = 0;
	reg [7:0]r_data_bits = 0;
	reg r_TX_DONE = 0;
	reg [3:0]node_num = 0;
	always @(posedge CLOCK)
	begin
		case(r_state)
			IDLE :
				begin
					r_clock_count <= 0;
					r_bit_index <= 0;
					O_TX_SERIAL <= 1'b1;
					r_TX_DONE <= 1'b1;
					if(detect == 1)
					begin
						r_state <= TX_START_BIT;
						next <= 0;
						if(nodex == 1)
							next_limit <= 4;
						else
							next_limit <= 8;
					end
					else if(next <= next_limit)
						r_state <= TX_START_BIT;
					else
						r_state <= IDLE;
				end
			TX_START_BIT :
				begin
					O_TX_SERIAL <= 0;
					r_TX_DONE <= 0;
					if(r_clock_count < clks_per_bit-1)
					begin
						r_clock_count <= r_clock_count + 1'b1;
						r_state <= TX_START_BIT;
					end
					else
					begin
						r_clock_count <= 0;
						r_state <= TX_DATA_BITS;
						if (next == 0)
							r_data_bits <= (nodex == 1)? CHARN: CHARS;
						else if (next == 1)
							r_data_bits <= (nodex == 1)? CHARO: CHARI;
						else if (next == 2)
							r_data_bits <= (nodex == 1)? CHARD: DASH;
						else if (next == 3)
							r_data_bits <= (nodex == 1)? CHARE: CHARW;
						else if (next == 4)
							r_data_bits <= (nodex == 1)? (ZERO + node_num): DASH;
						else if (next == 5)
						begin
							if(color == 1)
								r_data_bits <= CHARF;
							else if (color == 2)
								r_data_bits <= CHARC;
							else
								r_data_bits <= CHARC;
						end
						else if (next == 6)
						begin
							if(color == 1)
								r_data_bits <= CHARI;
							else if (color == 2)
								r_data_bits <= CHART;
							else
								r_data_bits <= CHARS;
						end
						else if (next == 7)
							r_data_bits <= DASH;
						else if (next == 8)
							r_data_bits <= HASH;
						else
							r_data_bits <= 0;
					end
				end
			TX_DATA_BITS :
				begin
					O_TX_SERIAL <= r_data_bits[r_bit_index];
					if(r_clock_count < clks_per_bit-1)
					begin
						r_clock_count <= r_clock_count + 1'b1;
						r_state <= TX_DATA_BITS;
					end
					else
					begin
						if(r_bit_index == 7)
						begin
							r_clock_count <= 0;
							r_state <= TX_STOP_BIT;
						end
						else
						begin
							r_clock_count <= 0;
							r_state <= TX_DATA_BITS;
							r_bit_index <= r_bit_index + 1'b1;
						end
					end
				end
			TX_STOP_BIT :
				begin
					O_TX_SERIAL <= 1;
					if(r_clock_count < clks_per_bit-1)
					begin
						r_clock_count <= r_clock_count + 1'b1;
						r_state <= TX_STOP_BIT;
					end
					else
					begin
						r_state <= IDLE;
						next <= next + 1'b1;
						if(next > next_limit)
							r_TX_DONE <= 1;
						else
							r_TX_DONE <= 0;
					end
				end
			default :
				begin
					r_state <= IDLE;
				end
		endcase
	end
	assign O_TX_DONE = r_TX_DONE;
endmodule 
==> flow_summary_export.csv <==
group,metric,value,unit
route,insertedDiodeCount,0,
timing,fmaxAchievable,405,MHz
route,drt_pass1_iterations,4,
synth,area_leaders,"edfxtp_1 43%, ha_1 6.0%, nor2_1 5.2%, dfxtp_1 3.2%, xnor2_1 2.8%",
global_route,global_route.peak_usage_layer,"met1",
global_route,grt_antenna_before_repair,0,
cts,cts.hold.buffers_added,0,
synth,syn-instance-count,188,
cts,root_buffer,"clkbuf_8",
synth,top_cell_type_by_total_area_after_synthesis,"edfxtp_1",
timing,period_needed,2470,ps
critical_path,slowest_stage,"nor2b_1",
placement,io_buffer_count,7,
global_route,met1_usage,8.10,%
cts,number_of_clock_sinks,30,
power_and_ir_drop,vdd_ir_drop_max,0.178,mV
die,coreArea,0.00928,sq mm
power_and_ir_drop,finalPower,1.45,mW
die,design.portCount,8,
critical_path,worstPathMaxFanout,9,
synth,xor_xnor_area_share,4.68,%
critical_path,critical_path_cell_by_cell,"or4_1 > nor4_1 > nor2_1 > nor2b_1",
route,num_vias,1371,
cells_and_area,layout-area-overhead-vs-synth,13.8,%
die,die_area,0.0139,sq mm
synth,post_synthesis_async_set_or_reset_flop_share,0,%
global_route,grt_start_max_net_pins,18,
synth,avg_cell_area_syn,9.96,sq um
cts,postCtsSetupBuffers,0,
global_route,via_count_of_the_first_global_routing_pass,1281,
outcome,status,"finished clean",
flow_run,tool_warnings,28,
route,drt-wirelength-per-cell,10.8,um
die,die_width,118,um
timing,timing.final.setup_violations,0,
cts,tritoncts_clock_tree,"yes",
die,dieHeight,118,um
global_route,grtUsageMet3,1.02,%
critical_path,worst_setup_path_end_kind,"flop",
route,ant_nets,0,
timing,fin_tns_setup,0,ps
cells_and_area,postLayoutCoreUtil,22.9,%
synth,synth.yosys.warnings,1,
route,initialDrtViolationCount,45,
critical_path,cp_slowest_stage_delay,620,ps
synth,synth.ff_latch_count,30,
route,post_dr_vias_cell,4.28,
placement,detailedPlacementHpwl,2490,um
timing,timing.final.hold_violations,0,
flow_run,max_cap_violations,0,
cts,clkLatencyLatePin,270,ps
placement,placement_stage_cell_area,0.00205,sq mm
critical_path,timing_worst_setup_path_type,"flop to flop",
cells_and_area,drive_gt1_share,7.85,%
synth,synth.yosys.chip_area,0.00187,sq mm
critical_path,startpoint_type,"flop",
cts,cts-htree-levels,2,
synth,enable_flop_cells,27,
placement,place_congestion,0.857,
cts,path_clk_slew,60,ps
cts,max-clock-path-buffers,2,
die,floorplan.core_util,20.2,%
global_route,global_route.usage.met2,6.85,%
synth,synth_largest_type_area_fraction,43.3,%
power_and_ir_drop,total_leakage_power,0.760,nW
timing,slew_viol_final,0,
synth,mappedNetlistArea,0.00187,sq mm
synth,synthMuxAreaShare,2.87,%
synth,ys_dominant_reg_cell,"edfxtp_1",
critical_path,worst_ep_required_time,3100,ps
synth,ys_types,50,
hold_path,hp-class,"flop to flop",
timing,slew-limit-headroom,48.8,%
die,fp-row-count,35,
cells_and_area,postLayoutCellArea,0.00213,sq mm
synth,synthTopLogicFamily,"simple AND/OR/NAND/NOR gates",
global_route,global_route_wire_length_before_repair,6130,um
critical_path,worst_ep_arrival_time,2370,ps
synth,synth_seq_share,46.5,%
global_route,grt_util_all_layers,5.05,%
synth,ys_sh_adder,6.02,%
timing,rsz0062_at_grt,"false",
synth,synth-simple-area-share,19.3,%
cts,cts_buffers,5,
synth,ys_cells,188,
timing,tightest_slew,766,ps
synth,area_fraction_in_compound_gates_after_synthesis,15.5,%
power_and_ir_drop,power_density_relative_to_cell_area,682,mW/mm^2
global_route,gr-total-overflow,0,
timing,clock-skew-final,5.57,ps
cells_and_area,fill_count,1022,
route,routed_wl,3470,um
route,route.detailed.drc,0,
timing,post_layout_period_usage_of_the_worst_path,77.2,%
cts,cts_repair_resize_count,0,
-- state kept, by name (all words and copies together) (netlist names) --
name	cells
next_limit	2
r_TX_DONE	1
r_data_bits	7
r_bit_index	3
next	4
O_TX_SERIAL	1
r_clock_count	9
r_state	3
-- power by group --
part           leakage, nW  switching, mW  internal (mW)
logic                0.416          0.250          0.206
clock network       0.0426          0.128          0.149
registers            0.301          0.111          0.608
total                0.760          0.489          0.963
-- synth_stat cells (4+ instances only) --
cell / instances
inv_1: 8
a21oi_1: 9
nor2b_1: 4
ha_1: 9
edfxtp_1: 27
xor2_1: 4
o22ai_1: 5
o21ai_0: 5
xnor2_1: 6
nand2b_1: 4
and3_1: 5
nand2_1: 9
clkbuf_1: 9
nand3_1: 8
nor2_1: 26
-- per-stage QoR --
| step | hold WS [ps] | setup WS [ps] | instances |
|---|---|---|---|
| 3_3_place_gp | 572 | 792 | 312 |
| 2_1_floorplan | 502 | 1020 | 188 |
| 3_5_place_dp | 583 | 748 | 312 |
| 5_1_grt | 630 | 483 | 320 |
| 6_report | 590 | 728 | 320 |
| 4_1_cts | 592 | 717 | 320 |
-- logic make-up (layout without fill, tap and decap cells) --
family                   Yosys count  in the layout
XOR/XNOR                          10             10
AND/OR/NAND/NOR                   71             71
adder cells (fa/ha/maj)            9              9
AND-OR/OR-AND                     42             42
buffers and inverters             22             25
flip-flops                        30             30
multiplexers                       4              4
-- layout make-up --
type,count,area (sq um),share of cell area [%]
Sequential cell,30,871,40.9
Clock buffer,6,72.6,3.41
Multi-Input combinational cell,136,905,42.5
Clock inverter,2,8.76,0.411
Timing Repair Buffer,8,77.6,3.64
Inverter,9,33.8,1.59
Tap cell,129,161,7.58
-- placed cells by master, fill, tap and decap left out, types with 2 or more instances in the layout --
master,count
a21o_1,2
a21oi_1,9
a311oi_1,2
a31oi_1,3
and3_1,5
clkbuf_8,5
clkdlybuf4s50_1,7
clkinv_1,2
dfxtp_1,3
edfxtp_1,27
ha_1,9
inv_1,8
mux2i_1,2
nand2_1,9
nand2b_1,4
nand3_1,8
nand3b_1,2
nor2_1,26
nor2b_1,4
nor3_1,3
nor4_1,2
o211ai_1,3
o21ai_0,5
o22ai_1,5
or4_1,2
xnor2_1,6
xor2_1,4
-- critical path: cells and delay by family, from the launching register on --
family,cells,cell delay [ps]
simple gates,4,1650
flops,1,440
-- path summary, 6_finish.rpt --
kind | cells past startpoint | endpoint | from | slack, ps
worst max-delay path | 4 | r_clock_count[0] | r_clock_count[3] | 730
worst min-delay path | 1 | r_clock_count[0] | r_clock_count[0] | 590
worst max register to register | 4 | r_clock_count[0] | r_clock_count[3] | 730
worst min register to register | 1 | r_clock_count[0] | r_clock_count[0] | 590
-- per-layer routing --
metal	part of all wire, %	up-vias	routed length (um)
met5	0	-	0
met4	1.4	0	49
met3	3.5	2	122
met2	40	34	1400
met1	55	640	1900
li1	-	695	-
No activity file was given, so power comes from the tool's default toggle rates.
