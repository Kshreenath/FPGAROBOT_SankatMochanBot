$ cat flow/run.sh
#!/bin/bash
# OpenROAD 26Q1-2900-gdf79404cd8, Yosys 0.63+post, stock flow scripts
make -C /OpenROAD-flow-scripts/flow DESIGN_CONFIG=/design/flow/config.mk WORK_HOME=/design/flow/orfs finish
$ cat flow/config.mk
export PLATFORM = sky130hd
export DESIGN_NAME = UART_TX
export DESIGN_NICKNAME = UART_TX
export VERILOG_FILES = /design/flow/design.v
export SDC_FILE = /design/flow/constraint.sdc
export NUM_CORES = 4
export LEC_CHECK = 1
export CORE_AREA = 10 10 75 75
export DIE_AREA = 0 0 85 85
$ cat flow/constraint.sdc
current_design UART_TX

set clk_period 1.7
set clk_io_pct 0.2

create_clock -name clk0 -period $clk_period [get_ports {i_Clock}]

set non_clock_inputs [all_inputs -no_clocks]
set_input_delay [expr $clk_period * $clk_io_pct] -clock clk0 $non_clock_inputs
set_output_delay [expr $clk_period * $clk_io_pct] -clock clk0 [all_outputs]
$ cat flow/design.v
module UART_TX 
  #(parameter CLKS_PER_BIT = 434)
  (
   input       i_Clock,
   input       i_TX_DV,
   input [7:0] i_TX_Byte, 
   output reg  o_TX_Serial,
   output      o_TX_Done
   );
  parameter IDLE         = 3'b000;
  parameter TX_START_BIT = 3'b001;
  parameter TX_DATA_BITS = 3'b010;
  parameter TX_STOP_BIT  = 3'b011;
  parameter CLEANUP      = 3'b100;
  reg [2:0] r_SM_Main     = 0;
  reg [7:0] r_Clock_Count = 0;
  reg [2:0] r_Bit_Index   = 0;
  reg [7:0] r_TX_Data     = 0;
  reg       r_TX_Done     = 0;
  always @(posedge i_Clock)
  begin
    case (r_SM_Main)
      IDLE :
        begin
          o_TX_Serial   <= 1'b1;          
          r_TX_Done     <= 1'b0;
          r_Clock_Count <= 0;
          r_Bit_Index   <= 0;
          if (i_TX_DV == 1'b1)
          begin
            r_TX_Data   <= i_TX_Byte;
            r_SM_Main   <= TX_START_BIT;
          end
          else
            r_SM_Main <= IDLE;
        end  
      TX_START_BIT :
        begin
          o_TX_Serial <= 1'b0;
          if (r_Clock_Count < CLKS_PER_BIT-1)
          begin
            r_Clock_Count <= r_Clock_Count + 1;
            r_SM_Main     <= TX_START_BIT;
          end
          else
          begin
            r_Clock_Count <= 0;
            r_SM_Main     <= TX_DATA_BITS;
          end
        end  
      TX_DATA_BITS :
        begin
          o_TX_Serial <= r_TX_Data[r_Bit_Index];
          if (r_Clock_Count < CLKS_PER_BIT-1)
          begin
            r_Clock_Count <= r_Clock_Count + 1;
            r_SM_Main     <= TX_DATA_BITS;
          end
          else
          begin
            r_Clock_Count <= 0;
            if (r_Bit_Index < 7)
            begin
              r_Bit_Index <= r_Bit_Index + 1;
              r_SM_Main   <= TX_DATA_BITS;
            end
            else
            begin
              r_Bit_Index <= 0;
              r_SM_Main   <= TX_STOP_BIT;
            end
          end 
        end  
      TX_STOP_BIT :
        begin
          o_TX_Serial <= 1'b1;
          if (r_Clock_Count < CLKS_PER_BIT-1)
          begin
            r_Clock_Count <= r_Clock_Count + 1;
            r_SM_Main     <= TX_STOP_BIT;
          end
          else
          begin
            r_TX_Done     <= 1'b1;
            r_Clock_Count <= 0;
            r_SM_Main     <= CLEANUP;
          end 
        end  
      CLEANUP :
        begin
          r_TX_Done <= 1'b1;
          r_SM_Main <= IDLE;
        end
      default :
        r_SM_Main <= IDLE;
    endcase
  end
  assign o_TX_Done   = r_TX_Done;
endmodule 
==> out/qor.csv <==
stage,metric,value,unit
run_status,status,completed,
logic_synthesis,mapped cell area,671,sq um
worst_hold_path,Worst Hold Class,in2reg,
floorplan,Init Core Util,16.5,%
worst_hold_path,Hold Path Origin,i_TX_Byte[7],
global_route,largest net degree at the start of global routing,10,
critical_path,CP peak stage delay,0.38,ns
placed_design,Placed Cells,105,
timing,final setup fails,0,
logic_synthesis,Synth area leader,edfxtp_1,
logic_synthesis,post-synthesis compound-gate area fraction,4.48,%
critical_path,CP cell instances,inv_1 -> ha_1 -> nor3b_1 -> a221oi_1 -> o211a_1,
critical_path,Reg2Reg Launch Point,r_SM_Main[0],
placed_design,RD Place Congestion,0.834,
logic_synthesis,"Seq share, synth",64.2,%
clocking,CTS Sinks,15,
global_route,GRT overflow,0,
layout,share of layout cells above drive strength 1,11.9,%
critical_path,critical path arrival,1.69,ns
logic_synthesis,mux cell area share after synthesis,6.34,%
clocking,CTS tree,yes,
critical_path,slowest cell on the critical path,dfxtp_1,
placed_design,IO Port Bufs,11,
pwr,VDD IR max,0.512,mV
worst_hold_path,Hold Path Sink,r_TX_Data[7],
route,DRT antenna net count,0,
global_route,overall routing resource usage,3.22,%
clocking,Root Driver,clkbuf_8,
route,detailed-route vias per instance,3.48,
critical_path,critical path type,reg2reg,
timing,RSZ-0062 raised after global routing,false,
route,initial DRC count,8,
route,Vias,379,
route,wire per inst,10.7,microns
timing,Slew Limit Fails,0,
critical_path,flop2flop setup slack,0.13,ns
pwr,Pwr Total,771,uW
logic_synthesis,yosys simple share,10.4,%
global_route,initial antenna violation count,0,
global_route,first-pass GRT wire length,1900,microns
pwr,Static Leak,0.327,nW
pwr,power per cell area,871,nW/um^2
timing,hold_ws,0.649,ns
timing,final worst setup slack,0.127,ns
floorplan,core area,4060,sq um
clocking,"CTS clk-pin slew, worst paths",0.06,ns
clocking,clk latency late pin,0.24,ns
critical_path,Setup crit start kind,flip-flop,
critical_path,buffer and inverter count on the worst path,1,
clocking,Post-CTS Setup Repair Bufs,0,
layout,Top cells excl fill/tap,"edfxtp_1, clkdlybuf4s50_1, ha_1",
timing,Setup TNS Final,0,ns
global_route,vias in the first global route,407,
critical_path,worst r2r dst,o_TX_Serial,
placed_design,DP HPWL,899,microns
logic_synthesis,yosys cell count,44,
critical_path,Worst setup EP type,flip-flop,
floorplan,die y size,85,microns
critical_path,R2R depth,5,
logic_synthesis,fa+ha+maj area frac,11.2,%
logic_synthesis,Top cells by area,"edfxtp_1, ha_1, dfxtp_1, mux4_2, mux2i_1",
logic_synthesis,Mean Syn Cell Area,15.2,sq um
layout,Layout Cells excl Fill,109,
timing,fin crit share,92.5,%
clocking,hold buffer count at cts,0,
logic_synthesis,Max-area cell share,58.2,%
critical_path,CP top delay family,AND-OR/OR-AND gates,
logic_synthesis,Syn Inst Count,44,
placed_design,Place WS,0.128,ns
logic_synthesis,Yosys Warn Count,1,
timing,post-layout min period,1.57,ns
clocking,total CTS buffers,3,
clocking,PostCTS Resize Cnt,0,
route,routed wire length,1170,microns
clocking,Clock Tree Buf Depth,2,
placed_design,Area after DPL,840,sq um
timing,final hold vios,0,
logic_synthesis,xor+xnor area frac,0,%
logic_synthesis,synth unique cells,20,
layout,Post-Route Utilization,21.8,%
timing,clock skew,0.00392,ns
clocking,total number of H-tree levels,1,
floorplan,die area,7230,sq um
layout,final instance area,886,sq um
flow_run,MaxCap Viol Count,0,
floorplan,FP Rows,23,
worst_hold_path,WHS Path Cells,1,
timing,Max-slew headroom,72.5,%
critical_path,critical path peak fanout,4,
critical_path,CP required,1.82,ns
floorplan,DIE WIDTH,85,microns
layout,Synth-to-Final Area Change,32.1,%
route,Pre-antenna DRT Iters,4,
timing,Tightest Pin Transition,0.413,ns
timing,f_max,0.636,GHz
logic_synthesis,"top comb family, area",adder cells,
logic_synthesis,yosys stat chip area,671,sq um
flow_run,Log Warnings,29,
route,diode count,0,
layout,Top cell excl fill/tap,edfxtp_1,
floorplan,IO Count,12,
logic_synthesis,Flops after synth,15,
route,# DRC,0,
routing by layer:
layer / up-vias / track usage, % / share of wire (%)
li1: 191 / - / -
met1: 176 / 4.03 / 46
met2: 12 / 5.04 / 48
met3: 0 / 1.64 / 5.9
met4: 0 / 0.299 / 0
met5: - / 0 / 0
where the power goes:
part	leakage [nW]	switching, mW	internal, mW
clock	0.0255	0.115	0.162
sequential	0.138	0.00957	0.418
combinational	0.164	0.0251	0.0417
registers in the layout, indices dropped and copies added (netlist names):
register	cells
r_SM_Main	2
r_TX_Done	1
r_Bit_Index	3
r_TX_Data	8
o_TX_Serial	1
worst reg2reg max path: stages, from the launching register on:
cell and delay [ns]:
dfxtp_1 0.38, inv_1 0.08, ha_1 0.34, nor3b_1 0.16
a221oi_1 0.30, o211a_1 0.19
cell type report:
cell class / count / area [sq um]
Clock buffer: 3 / 41.3
Clock inverter: 1 / 5.00
Fill cell: 410 / 3170
Inverter: 3 / 11.3
Multi-Input combinational cell: 25 / 218
Sequential cell: 15 / 430
Tap cell: 50 / 62.6
Timing Repair Buffer: 12 / 118
Yosys cell counts:
| master | instances |
|---|---|
| o211a_1 | 1 |
| nand2b_1 | 2 |
| a21oi_1 | 1 |
| ha_1 | 6 |
| mux4_2 | 1 |
| a221oi_1 | 1 |
| mux2i_1 | 2 |
| a31oi_1 | 1 |
| edfxtp_1 | 13 |
| and2_1 | 1 |
| nand4b_1 | 1 |
| nor2_1 | 1 |
| nor3b_1 | 1 |
| dfxtp_1 | 2 |
| nand2_1 | 3 |
| nand3b_1 | 1 |
| or2_2 | 1 |
| buf_6 | 1 |
| inv_1 | 3 |
| or3_1 | 1 |
cells by family (layout without fill, tap and decap cells):
kind of cell	after synthesis	in the layout
buf+inv	4	19
compound gates	4	4
fa+ha+maj	6	6
mux	3	3
flops	15	15
simple gates	12	12
worst max path at each step:
stage                 from           to  slack, ns  depth (start not counted)
global route  r_SM_Main[1]  o_TX_Serial       0.04                          5
CTS           r_SM_Main[0]  o_TX_Serial       0.13                          5
finish        r_SM_Main[0]  o_TX_Serial       0.13                          5
Power is estimated from default activity; no workload was simulated.
