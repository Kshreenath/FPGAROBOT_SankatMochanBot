==> flow/design.v <==
module S_transmit(
				input CLOCK,
				input [2:0]color,
				output reg O_TX_SERIAL);
	parameter clks_per_bit = 434;
	parameter IDLE = 3'b000;
	parameter TX_START_BIT = 3'B001;
	parameter TX_DATA_BITS = 3'b011;
	parameter TX_STOP_BIT = 3'b100;
	parameter HASH = 8'b00100011;
	parameter DASH = 8'b00101101;
	parameter CHARS = 8'b01010011;
	parameter CHARI = 8'b01001001;
	parameter CHARF = 8'b01000110;
	parameter CHARC = 8'b01000011;
	parameter CHART = 8'b01010100;
	parameter CHARW = 8'b01010111;
	parameter CHARN = 8'b01001110;
	parameter CHARO = 8'b01001111;
	parameter CHARD = 8'b01000100;
	parameter CHARE = 8'b01000101;
	parameter ZERO = 8'b00110000;
	reg TX_DATA_VALID = 1; 
	reg [3:0]next_limit=9;
	reg [3:0]next = 0;
	reg [2:0]r_state = IDLE;
	reg [8:0]r_clock_count = 0;
	reg [2:0]r_bit_index = 0;
	reg [7:0]r_data_bits = 0;
	reg r_TX_DONE = 0;
	always @(posedge CLOCK)
	begin
		case(r_state)
			IDLE :
				begin
					r_clock_count <= 0;
					r_bit_index <= 0;
					O_TX_SERIAL <= 1'b1;
					r_TX_DONE <= 1'b1;
					if(TX_DATA_VALID & next < next_limit)
					begin
						if(color != 3'b000)
							r_state <= TX_START_BIT;
						else
							r_state <= IDLE;
					end
					else
						r_state <= IDLE;
				end
			TX_START_BIT :
				begin
					O_TX_SERIAL <= 0;
					r_TX_DONE <= 0;
					if(r_clock_count < clks_per_bit-1)
					begin
						r_clock_count <= r_clock_count + 1'b1;
						r_state <= TX_START_BIT;
					end
					else
					begin
						r_clock_count <= 0;
						r_state <= TX_DATA_BITS;
						if (next == 0)
							r_data_bits <= CHARS;
						else if (next == 1)
							r_data_bits <= CHARI;
						else if (next == 2)
							r_data_bits <= DASH;
						else if (next == 3)
							r_data_bits <= CHARW;
						else if (next == 4)
							r_data_bits <= DASH;
						else if (next == 5)
						begin
							if(color == 1)
								r_data_bits <= CHARF;
							else if (color == 2)
								r_data_bits <= CHARC;
							else
								r_data_bits <= CHARC;
						end
						else if (next == 6)
						begin
							if(color == 1)
								r_data_bits <= CHARI;
							else if (color == 2)
								r_data_bits <= CHART;
							else
								r_data_bits <= CHARS;
						end
						else if (next == 7)
							r_data_bits <= DASH;
						else if (next == 8)
							r_data_bits <= HASH;
						else
							r_data_bits <= 0;
					end
				end
			TX_DATA_BITS :
				begin
					O_TX_SERIAL <= r_data_bits[r_bit_index];
					if(r_clock_count < clks_per_bit-1)
					begin
						r_clock_count <= r_clock_count + 1'b1;
						r_state <= TX_DATA_BITS;
					end
					else
					begin
						if(r_bit_index == 7)
						begin
							r_clock_count <= 0;
							r_state <= TX_STOP_BIT;
						end
						else
						begin
							r_clock_count <= 0;
							r_state <= TX_DATA_BITS;
							r_bit_index <= r_bit_index + 1'b1;
						end
					end
				end
			TX_STOP_BIT :
				begin
					O_TX_SERIAL <= 1;
					r_TX_DONE <= 1;
					if(r_clock_count < clks_per_bit-1)
					begin
						r_clock_count <= r_clock_count + 1'b1;
						r_state <= TX_STOP_BIT;
					end
					else
					begin
						r_state <= IDLE;
						next <= next + 1'b1;
					end
				end
			default :
				begin
					r_state <= IDLE;
				end
		endcase
	end
endmodule 
==> flow/run.sh <==
#!/bin/bash
# OpenROAD 26Q1-2900-gdf79404cd8, Yosys 0.63+post, stock flow scripts
make -C /OpenROAD-flow-scripts/flow DESIGN_CONFIG=/design/flow/config.mk WORK_HOME=/design/flow/orfs finish
==> flow/config.mk <==
export PLATFORM = sky130hd
export DESIGN_NAME = S_transmit
export DESIGN_NICKNAME = S_transmit
export VERILOG_FILES = /design/flow/design.v
export SDC_FILE = /design/flow/constraint.sdc
export NUM_CORES = 4
export LEC_CHECK = 1
export CORE_AREA = 10 10 112 112
export DIE_AREA = 0 0 122 122
==> flow/constraint.sdc <==
current_design S_transmit

set clk_period 2.4
set clk_io_pct 0.2

create_clock -name clk0 -period $clk_period [get_ports {CLOCK}]

set non_clock_inputs [all_inputs -no_clocks]
set_input_delay [expr $clk_period * $clk_io_pct] -clock clk0 $non_clock_inputs
set_output_delay [expr $clk_period * $clk_io_pct] -clock clk0 [all_outputs]
==> metrics.yaml <==
status: "complete, no violations"
r2r-end: "r_data_bits[2]$_SDFFCE_PP0P_"
areaGrowthSynthToFinish_pct: 14.5
vias: 1095
vdd_drop_max_uv: 187
diodes: 0
setup_violations: 0
syn_area_mm2: 0.00163
r2r_start: "next[0]$_DFFE_PP_"
min_delay_path_depth: 2
cp_max_fo: 11
netlist_top_cells_count: "27 x nor2_1, 24 x edfxtp_1, 8 x a21oi_1, 8 x ha_1, 8 x nand2_1"
ys_cells: 161
drt-wirelength-per-cell_um: 8.77
worst_slew_pin_slew_ns: 0.435
clockRootBuffer: "clkbuf_8"
p_leak_uw: 0.000641
edf_count: 24
drv_cap: 0
worst_slew_margin_rel: 0.710
routabilityCongestion: 0.873
layout-drive-gt1-share: 0.0736
chipArea_mm2: 0.0149
critPathCapture: "r_data_bits[2]$_SDFFCE_PP0P_"
cts_setup_buffers: 0
cts_resized: 0
power_frac_comb: 0.115
r2r.worst_path.cells: 6
worstSetupPathType: "flop to flop"
synth.mux.area_fraction: 0.0123
period_used_share: 0.794
ant_nets: 0
cts.sinks: 27
clock.fmax_mhz: 524
clk_path_buf_depth: 2
antenna_found_initial: 0
grt_pass1_vias: 1021
tool_warnings: 29
initCoreUtil: 0.159
slew_violations: 0
cts_hold_buf: 0
p_per_area_mw_per_mm2: 535
nFillCells: 1104
largest_area_cell: "edfxtp_1"
ys.flops: 27
dr.pass1.iters: 4
dp_hpwl_mm: 1.95
ys_sh_xor: 0.0537
async_flop_share: 0
yosysWarnings: 1
logic_family: "simple AND/OR/NAND/NOR gates"
worst_ep_required_time_ns: 2.52
finalHoldViolCount: 0
power_switching_uw: 244
yosys.cell_types.count: 44
cts_tree: "yes"
min_path_type: "flop to flop"
synth_top_flop_cell: "edfxtp_1"
cp-start-kind: "flop"
grt_usage: 0.0362
overflow: 0
numCtsBuffers: 3
dr.first_iter.drc_count: 31
compound_area_frac: 0.130
clk_pin_slew_worst_paths_ns: 0.09
fp.dieW_um: 122
critPathLaunch: "next[0]$_DFFE_PP_"
syn_area_per_cell_um2: 10.1
synth_top_cell_by_count: "nor2_1"
crit_arrival_ns: 2.03
swShare: 0.244
h-tree-depth: 1
top_cells_by_area: "edfxtp_1 44%, nor2_1 6.2%, ha_1 6.1%, dfxtp_1 3.7%, xnor2_1 3.2%"
synthDominantCellAreaShare: 0.442
grt_pass1_wl_mm: 4.58
regToRegSetupSlack_ns: 0.49
power_uw: 999
drc: 0
logic_area_um2: 802
vias_per_cell: 3.66
drt-total-wl_mm: 2.62
synthAdderAreaFrac: 0.0613
port_buffers: 4
min_period_ns: 1.91
coreArea_mm2: 0.0102
ios: 5
power_frac_clock: 0.251
grt_max_degree: 15
pwr-share-seq: 0.634
rows: 37
synth_chip_area_mm2: 0.00163
ys_seq_frac: 0.479
power.internal_uw: 755
simple_gate_share: 0.235
synthCells: 161
rsz0062_at_grt: "no"
flop_area_um2: 781
clock_skew_ns: 0.00389
setup_tns_ns: 0
clock_latency_ns: 0.26
endpoint_kind: "flop"
die_h_um: 122
-- layer usage --
layer	vias to the layer above	track usage	share of wire	wire length (um)
met3	4	0.00376	0.015	39
met5	-	0	0	0
met4	0	0.0112	0.029	76
met2	7	0.0572	0.46	1200
met1	497	0.0514	0.50	1300
li1	587	-	-	-
-- critical path: stages (launching register included) --
cell and delay (ns):
edfxtp_1 0.40, inv_1 0.11, ha_1 0.33, nor2b_1 0.21, or4_1 0.48, a21oi_1 0.11
o21bai_1 0.11
-- stage by stage --
step                instances  utilization  setup WS, ns  instance area [um2]  hold slack (ns)
floorplan                 161            -         0.545                 1630            0.612
global placement          295        0.178         0.463                 1820            0.634
detailed placement        295        0.178         0.455                 1820            0.644
CTS                       299        0.183         0.500                 1870            0.671
global route              299        0.183         0.338                 1870            0.708
finish                    299        0.183         0.493                 1870            0.661
-- kinds of logic after synthesis --
logic type | count (synthesis)
xor+xnor | 10
simple gates | 71
mux | 2
fa+ha+maj | 8
flops | 27
compound gates | 31
buf+inv | 12
-- power groups by stage --
stage / Sequential, uW / Clock (uW) / Combinational (uW)
CTS: 635 / 265 / 117
global route: 642 / 285 / 130
finish: 634 / 251 / 114
-- worst min-delay path by stage --
stage                                 startpoint                    endpoint  slack [ns]
final                         r_state[1]$_DFF_P_          r_state[0]$_DFF_P_        0.66
after global routing           next[0]$_DFFE_PP_           next[0]$_DFFE_PP_        0.71
after CTS             r_clock_count[8]$_DFFE_PP_  r_clock_count[8]$_DFFE_PP_        0.67
-- area by class of cell --
cell class | instances | area share
Tap cell | 136 | 0.0911
Inverter | 4 | 0.00804
Clock buffer | 4 | 0.0241
Sequential cell | 27 | 0.418
Multi-Input combinational cell | 122 | 0.429
Timing Repair Buffer | 6 | 0.0295
-- registers in the layout, indices dropped and copies added (netlist names) --
register and cells:
O_TX_SERIAL 1, r_clock_count 9, r_state 3, r_data_bits 7, next 4, r_bit_index 3
-- cell usage in the layout, fill, tap and decap left out, types with 4 or more instances in the layout --
cell              n
nor2_1           27
edfxtp_1         24
clkdlybuf4s50_1   4
nand2_1           8
nand3_1           5
o21ai_0           6
ha_1              8
a21oi_1           8
xnor2_1           6
inv_1             4
nor3_1            5
nor2b_1           5
xor2_1            4
No activity file was given, so power comes from the tool's default toggle rates.
